**flow/run.sh**
```bash
#!/bin/bash
# OpenROAD 26Q1-2900-gdf79404cd8, Yosys 0.63+post, stock flow scripts
make -C /OpenROAD-flow-scripts/flow DESIGN_CONFIG=/design/flow/config.mk WORK_HOME=/design/flow/orfs finish
```
**flow/config.mk**
```make
export PLATFORM = sky130hd
export DESIGN_NAME = signedcomp4
export DESIGN_NICKNAME = signedcomp4
export VERILOG_FILES = /design/flow/design.v
export SDC_FILE = /design/flow/constraint.sdc
export NUM_CORES = 4
export LEC_CHECK = 1
export CORE_AREA = 10 10 70 70
export DIE_AREA = 0 0 80 80
```
**flow/constraint.sdc**
```tcl
current_design signedcomp4

set clk_period 1.7
set clk_io_pct 0.2

create_clock -name clk0 -period $clk_period

set non_clock_inputs [all_inputs -no_clocks]
set_input_delay [expr $clk_period * $clk_io_pct] -clock clk0 $non_clock_inputs
set_output_delay [expr $clk_period * $clk_io_pct] -clock clk0 [all_outputs]
```
**flow/design.v**
```verilog
module signedcomp4(a,b,aeqb,agtb,altb);
input [3:0]a,b;
inout aeqb,agtb,altb;
reg [3:0]c,d;
always@(a,b)
begin
    if(a[3]==0&&b[3]==0)
    begin
        c = a;
        d = b;
    end
    else if(a[3]==1&&b[3]==1)
    begin
        d = ~a + 4'b0001;
        c = ~b + 4'b0001;
    end
    else if(a[3]==1&&b[3]==0)
    begin
        d = ~a + 4'b0001;
        c = b;
    end
    else if(a[3]==0&&b[3]==1)
    begin
        d  =a;
        c = ~b + 4'b0001;
    end
end
comp3 stage0(c[2:0],d[2:0],aeqb,agtb,altb);
endmodule
module comp3(a,b,aeqb,agtb,altb);
input [2:0]a,b;
inout aeqb,agtb,altb;
wire [5:0]s;
assign s[0]=~(a[2]^b[2]);
assign s[1]=~(a[1]^b[1]);
assign s[2]=~(a[0]^b[0]);
assign s[3]=a[2]&~b[2];
assign s[4]=a[1]&~b[1];
assign s[5]=a[0]&~b[0];
assign aeqb = s[0]&s[1]&s[2];
assign agtb = s[3]|(s[0]&s[4])|(s[0]&s[1]&s[5]);
assign altb = ~(aeqb|agtb);
endmodule
```
==> run summary <==
flow finished, numbers: Worst Setup End Kind=primary output, pre-CTS setup slack=-1.07 ns, number of global-route vias before repair=274, sequential power share=15.1%, stages on the worst setup path=10, Die Size=0.00640 sq mm, tool warnings=35, startpoint types=input port, syn_area_per_cell=8.82 sq um, placed cells=99, drt drc=0, Critical Path Start=a[0], Dominant cell area share=24.3%, WP buf/inv=3, Netlist Area Pre-Place=370 sq um, GPL Wtd Cong=0.783, Worst Path Max Fanout=3, post-CTS setup buffers=0, global-route usage over all layers=2.39%, number of routed nets with antenna violations=0, post-synthesis async set-or-reset flop share=0%, delay-heaviest family, CP=adder cells, FP Rows=21, Yosys reg bits=6, # IOs=11, logic gate share of total power=84.9%, register pins left without a clock=6, Buffers on Ports=8, final period utilization=122%, Peak VDD IR=0.0813 mV, YS warnings=1, Pins Over Slew Limit=0, endpoints left unconstrained=6, Core Footprint=0.00342 sq mm, failing checks=negative setup slack, EDFF count, synth=0, Crit path largest cell delay=0.36 ns, critical path's slowest cell=dlxtn_2, status=complete, but fails checks, Mapped Cells=42, fp_density=10.8%, Final min period=2.08 ns, Cell Type Count=15, Iter 0 DRT Violations=12, DR vias=288, final non-filler cell total=99, top cells by area=dlxtn_1, mux2i_1, ha_1, inv_1, buf_6, Sw Share=41.2%, cell taking the most area after synthesis=dlxtn_1, Setup Crit Path Kind=in2out, Clk pwr share=0%, critical-path cell list=buf_8 -> inv_12 -> ha_4 -> nand2_2 -> o21ai_2 -> dlxtn_2 -> inv_2 -> ha_4 -> a21o_1 -> a21o_1, Max-cap violations=0, yosys stat area=370 sq um, Worst Setup EP=agtb, Psw=0.0567 mW, Area Overhead vs Synth=66.6%, Die Span X=80 um, die height=80 um, top_reg_cell synth=dlxtn_1, WP data arrival=1.74 ns, DR vias/cell=2.91, pin count of the biggest net entering global routing=7, RSZ-0062 raised after global routing=yes, WL per Instance=7.36 um, most frequent cell after synthesis=mux2i_1, setup ws final=-0.382 ns, max frequency=480 MHz, ant diodes=0, Power Density=223 mW/mm^2, global-route wire length before repair=1280 um, Final setup viols=3, top post-synthesis cells by count=mux2i_1, inv_1, dlxtn_1, LEAKAGE=0.279 nW, router iterations before antenna repair=4, Overflow after GRT=0, share of layout cells above drive strength 1=58.5%, Critical Path RT=1.36 ns, yosys cell count=42, Int Power=0.0808 mW, post-detail-place hpwl=649 um, initial antenna violation count=0, # hold bufs at CTS=0, Total Routed Length=729 um, Hold Violations, Final=0
-- state kept, by name (all words and copies together), names as in the netlist --
name  cells
d         3
c         3
-- layer usage --
| layer | vias to the layer above | track usage [%] | routed length (um) |
|---|---|---|---|
| met3 | 0 | 0.682 | 46 |
| met5 | - | 0 | 0 |
| li1 | 154 | - | - |
| met2 | 9 | 2.89 | 230 |
| met4 | 0 | 0 | 0 |
| met1 | 125 | 4.06 | 452 |
-- kinds of logic after synthesis --
kind of cell             after synthesis  synth area share (%)
AND-OR/OR-AND                          6                  10.5
multiplexers                           8                  21.6
latches                                6                  24.3
buffers and inverters                  9                  13.2
other                                  1                  1.01
AND/OR/NAND/NOR                        5                  7.77
adder cells (fa/ha/maj)                5                  16.9
XOR/XNOR                               2                  4.73
-- power by group through the flow --
stage     registers, mW  logic, mW  clock network [mW]
6_report         0.0208      0.117                   0
5_1_grt          0.0217      0.131                   0
4_1_cts          0.0211      0.110                   0
-- final cells by class --
cell class              count  area [sq um]
fillers                   385          2800
multi-input cells          32           344
flip-flops and latches      6          96.3
repair buffers              8          77.6
well taps                  46          57.6
inverters                   7          41.3
-- placed cells by master (no fill, tap or decap) --
master,Yosys,routed
mux2i_1,8,8
conb_1,1,6
ha_4,0,5
dlxtn_2,0,5
inv_2,0,4
buf_6,2,3
o21ai_2,0,2
a21o_1,2,2
buf_4,0,2
inv_4,0,1
inv_12,0,1
nand2_2,0,1
nor2_4,1,1
nand2_1,2,1
o21ai_1,2,1
inv_1,7,1
and3_4,0,1
nor2_2,0,1
o2bb2ai_2,0,1
xor2_2,0,1
xor2_1,2,1
dlxtn_1,6,1
dlygate4sd2_1,0,1
buf_8,0,1
clkbuf_2,0,1
-- what timing repair did --
item | 4_1_cts | 5_1_grt
setup endpoints to repair | 3 | 3
gates resized | 52 | 5
pin swaps | 8 | 6
hold endpoints to repair | 0 | 0
-- per-stage QoR --
step                power, mW  setup TNS [ns]  utilization, %  instance area, sq um
floorplan              0.0802          -0.648               -                   433
finish                  0.137           -1.03            18.1                   617
global route            0.153           -1.30            18.1                   617
detailed placement      0.112           -2.98            16.0                   548
CTS                     0.131           -1.10            17.7                   604
global placement        0.110           -2.90            16.0                   548
Power figures rest on the tool's default switching activity, not on a simulated workload.
