$ cat design.v
module bcd2(x,y,cin,s,cout);
  input [7:0]x,y;
  input cin;
  output [7:0]s;
  output cout;
  wire c;
  bcd1 b0(x[3:0],y[3:0],cin,s[3:0],c);
  bcd1 b1(x[7:4],y[7:4],c,s[7:4],cout);
endmodule
module bcd1(x,y,cin,s,cout);
  input [3:0]x,y;
  input cin;
  output [3:0]s;
  output cout;
  wire[3:0]z;
  wire c,k;
  adder4 a0(x,y,cin,z,c);
  assign cout = c|(z[3]&z[2])|(z[3]&z[1]);
  adder4 a1({1'b0,cout,cout,1'b0},z,1'b0,s,k);
endmodule
module adder4(x,y,cin,s,cout);
  input [3:0]x,y;
  input cin;
  output [3:0]s;
  output cout;
  wire[2:0]c;
  fulladd s0(x[0],y[0],cin,s[0],c[0]);
  fulladd s1(x[1],y[1],c[0],s[1],c[1]);
  fulladd s2(x[2],y[2],c[1],s[2],c[2]);
  fulladd s3(x[3],y[3],c[2],s[3],cout);
endmodule
module fulladd(x,y,cin,s,cout);
  input x,y,cin;;
  output s,cout;
  assign s=x^y^cin;
  assign cout = (x&y)|(x&cin)|(y&cin);
endmodule
$ cat run.sh
#!/bin/bash
# OpenROAD 26Q1-2900-gdf79404cd8, Yosys 0.63+post, stock flow scripts
make -C /OpenROAD-flow-scripts/flow DESIGN_CONFIG=/design/flow/config.mk WORK_HOME=/design/flow/orfs finish
$ cat config.mk
export PLATFORM = sky130hd
export DESIGN_NAME = bcd2
export DESIGN_NICKNAME = bcd2
export VERILOG_FILES = /design/flow/design.v
export SDC_FILE = /design/flow/constraint.sdc
export NUM_CORES = 4
export LEC_CHECK = 1
export CORE_AREA = 10 10 70 70
export DIE_AREA = 0 0 80 80
$ cat constraint.sdc
current_design bcd2

set clk_period 4.7
set clk_io_pct 0.2

create_clock -name clk0 -period $clk_period

set non_clock_inputs [all_inputs -no_clocks]
set_input_delay [expr $clk_period * $clk_io_pct] -clock clk0 $non_clock_inputs
set_output_delay [expr $clk_period * $clk_io_pct] -clock clk0 [all_outputs]
==> changes_impl.md <==
### Metrics

* Worst slack, placed at -2.39 ns
* Vias per cell at 3.07
* Cell taking the most area after synthesis: fa_1
* GRT Util Overall at 2.85%
* Std cell rows at 21
* Post-synth seq share at 0%
* Yosys top cell area share at 37.1%
* ANT nets after route at 0
* CP Launch Type: input pin
* Classification of the worst setup path: in2out
* Vias at 384
* Post-Synthesis Cell Area at roughly 430 µm²
* CTS Hold Bufs at 0
* Worst min-delay path class: in2out
* Core box area at 3420 µm²
* Initial antenna violation count at 0
* Final wirelength at 927 µm
* Worst Setup End Kind: output pin
* Synth unique cells at 11
* DR iter-0 viols at 0
* Layout fillers at 379
* MaxCap Viol Count at 0
* Pre-Repair DR Iteration Count at 1
* Max IR drop VDD at approximately 0.1 mV
* Final-report max-slew violation count at 0
* Placed cells at approximately 120
* Endpoints failing setup at 4
* FMAX at 0.165 GHz
* Mean area per synthesized cell at 8.46 µm²
* Wire per inst at 7.42 µm
* Fin crit period at around 6.1 ns
* Max-Slew Margin vs Limit at 88.6%
* Tool warning count at 36
* Fin cells at 125
* Top-Level Pins at 26
* # DRC at 0
* Slew @ Worst Pin at 0.171 ns
* Setup WS post-layout at -1.37 ns
* Failing checks: setup timing
* GRT overflow at 0
* Global-route wire length before repair at between 1500 and 2000 µm
* Vias in the first global route at 416
* Die height at 80 µm
* LEAKAGE at about 0.4 nW
* Endpoints failing hold at 0
* Chip width at 80 µm
* Power Density at 221 nW/µm²
* Crit path DRT at around 3.8 ns
* RD Place Congestion at 0.744
* Most frequent cell after synthesis: inv_1
* Yosys synthesis chip area at 432 µm²
* Synth warn at 0
* Run status: finished with violations
* Reg area at 0 µm²
* Chip area at 6400 µm²
* # diodes at 0
* Synth top cells by count: inv_1 (19), buf_4 (8), fa_1 (8)
* Yosys stat cell total at 51
* Synth-to-Final Area Change at 91.0%
* Seq_cells at 0
* Crit path DAT at 5.13 ns
* Clkbuf count at 0
* Port bufs at 26
* Initial Util at 12.6%
* Layout cells sized above 1 at 44.3%
* Largest net degree at the start of global routing at 5
* Post-Syn Instances at 51
* Gate Area at 367 µm²
* DP Wirelength at 908 µm
* Worst-path fanout max at 4
* Unrepaired setup endpoints after global routing: true
* Top cells by area, synth: fa_1 (37%), inv_1 (17%), ha_1 (14%), buf_4 (14%), xor2_1 (6.1%)
* Total power at 0.000182 W
* Period Utilization, post-route at 129%
-- stage by stage --
stage          TNS (ns)  instance area (µm²)  hold WS (ns)  utilization (%)
4_1_cts           -5.11                  803          2.63             23.5
3_3_place_gp     -10.90                  782          2.97             22.9
2_1_floorplan     -4.14                  475          2.13                -
6_report          -4.87                  825          2.63             24.1
5_1_grt           -5.58                  825          2.65             24.1
3_5_place_dp     -11.09                  782          2.96             22.9
-- where the power goes --
group | leakage [nW] | switching [W] | total (W) | internal [W]
sequential | 0 | 0 | 0 | 0
combinational | 0.394 | 0.0000634 | 0.000182 | 0.000119
clock | 0 | 0 | 0 | 0
total | 0.394 | 0.0000634 | 0.000182 | 0.000119
-- kinds of logic after synthesis --
family	after synthesis	share of synthesized area [%]
AND-OR/OR-AND	3	6.38
XOR/XNOR	4	8.12
adder cells (fa/ha/maj)	13	51.6
buffers and inverters	28	31.3
AND/OR/NAND/NOR	3	2.61
-- final timing paths --
| kind | startpoint | to | slack (ns) | cells past startpoint |
|---|---|---|---|---|
| setup / recovery | cin | s[7] | -1.37 | 19 |
| hold / removal | x[0] | s[0] | 2.63 | 5 |
-- timing repair --
item,4_1_cts,5_1_grt
pin swaps,15,2
buffers inserted,2,1
resized,35,2
setup endpoints to repair,8,4
-- layer usage --
metal / part of all wire (%) / vias up / track usage (%)
met4: 0 / 0 / 0
met5: 0 / - / 0
met2: 43 / 18 / 5.06
met3: 15 / 0 / 1.25
li1: - / 189 / -
met1: 42 / 177 / 3.27
-- layout make-up --
cell class,instances,share of cell area (%)
Tap cell,46,6.98
Multi-Input combinational cell,23,44.5
Inverter,20,10.0
Timing Repair Buffer,36,38.5
-- worst max-delay path, cell delays in order --
cell and delay [ns]:
buf_8 0.08, inv_8 0.02, fa_2 0.37, fa_2 0.34
fa_2 0.34, fa_1 0.46, a21o_1 0.18, nand2_2 0.08
fa_2 0.21, inv_2 0.04, fa_2 0.36, fa_2 0.36
inv_2 0.06, fa_1 0.42, a21o_4 0.26, ha_4 0.17
a211oi_4 0.20, xnor2_1 0.13, buf_2 0.11
-- cells in the final DEF (no fill, tap or decap) --
| master | synthesis | layout |
|---|---|---|
| clkdlybuf4s50_1 | 0 | 14 |
| inv_1 | 19 | 13 |
| buf_4 | 8 | 9 |
| inv_2 | 1 | 6 |
| fa_2 | 0 | 6 |
| dlygate4sd2_1 | 0 | 6 |
| buf_2 | 0 | 4 |
| xor2_1 | 3 | 3 |
| ha_4 | 0 | 3 |
| fa_1 | 8 | 2 |
| ha_1 | 5 | 2 |
| buf_6 | 0 | 2 |
| inv_8 | 0 | 1 |
| nand2_1 | 2 | 1 |
| a21o_4 | 0 | 1 |
| a211oi_4 | 0 | 1 |
| xnor2_1 | 1 | 1 |
| a21o_1 | 2 | 1 |
| nand2_2 | 0 | 1 |
| nor2_1 | 1 | 1 |
| buf_8 | 0 | 1 |
Power and IR drop assume default switching activity.
